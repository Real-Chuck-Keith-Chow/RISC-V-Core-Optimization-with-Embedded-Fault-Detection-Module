**config.mk**
```make
export PLATFORM = sky130hd
export DESIGN_NAME = hazard_unit
export DESIGN_NICKNAME = hazard_unit
export VERILOG_FILES = /design/flow/design.v
export SDC_FILE = /design/flow/constraint.sdc
export NUM_CORES = 4
export LEC_CHECK = 1
export CORE_AREA = 10 10 70 70
export DIE_AREA = 0 0 80 80
```
**constraint.sdc**
```tcl
current_design hazard_unit

set clk_period 1.8
set clk_io_pct 0.2

create_clock -name clk0 -period $clk_period

set non_clock_inputs [all_inputs -no_clocks]
set_input_delay [expr $clk_period * $clk_io_pct] -clock clk0 $non_clock_inputs
set_output_delay [expr $clk_period * $clk_io_pct] -clock clk0 [all_outputs]
```
**design.v**
```verilog
module hazard_unit (
    input logic [4:0] rs1_id,           
    input logic [4:0] rs2_id,           
    input logic [4:0] rd_ex,            
    input logic mem_read_ex,            
    output logic stall                  
);
    always_comb begin
        stall = 1'b0;
        if (mem_read_ex && 
            ((rd_ex == rs1_id) || (rd_ex == rs2_id)) && (rd_ex != 0)) begin
            stall = 1'b1;
        end
    end
endmodule
```
**run.sh**
```bash
#!/bin/bash
# OpenROAD 26Q1-2900-gdf79404cd8, Yosys 0.63+post, stock flow scripts
make -C /OpenROAD-flow-scripts/flow DESIGN_CONFIG=/design/flow/config.mk WORK_HOME=/design/flow/orfs finish
```
==> results.txt <==
Results of the flow run.

The number of failing setup endpoints in the final timing report stands at 0. The share of cells above drive strength 1 stands at 18.42%. The final antenna-violating net count stands at 0. The total inserted antenna cells stands at 0. For this design, Yosys synthesis ends with a cell count of 17. During I/O placement, the number of pins put on the boundary was 17. The data required time reported for the critical path is 1440 ps. The slack of the critical path stands at 41.79 ps.

The share of the core filled with cells stands at 10.70%. The post-cts hold-fix buffer tally stands at 0. The internal power of the cells totals 41.36 µW. The starting DRC count in detailed routing stands at 0. Counting both buffers and inverters, the worst setup path holds a total of 2. The timing report attributes the biggest portion of critical-path delay to simple AND/OR/NAND/NOR gates. In the placement report, post-DP HPWL is listed as 604.8 µm. The peak supply drop stands at 0.00001632 V. Per the layout report, the design carries 0 clock buffers. The combinational share of power stands at 100.0%. The floorplan has 21 rows. The core region is 3416 µm². TritonRoute reported its final design rule violation total as 0. The register area stands at 0 µm². The flow ran to the end, and the final reports show no timing, DRC or antenna violations. The total wirelength of the detailed-routed design stands at 692 µm.

The worst hold path belongs to the class in -> out. The first global-routing pass estimated 1.021 mm of wire. The via count of the first global-routing pass stands at 200. The analysis attributes to net switching a power of 21.75 µW. The post-synthesis cell type count stands at 7. Total power normalized to cell area comes to 172.7 nW/µm².

The stage-log warning count stands at 32. The placement summary gives the final routability congestion estimate as 0.8151. At the pin with the least slew margin, the transition time is 167.8 ps. The critical path's largest stage delay stands at 520 ps. Overall routing resource usage recorded by global route was 1.940%. Of the total power, registers draw 0%.

The cell area that synthesis handed to floorplanning was 125.1 µm². The synthesized area per cell stands at 7.360 µm². The worst-case max-slew headroom was logged as 88.73%. For the completed layout, the total cell area is recorded as 365.4 µm². The initial antenna violation count was 0. The flow measured a signed area growth from synthesis to layout of 192.0%.

The area of placed instances stands at 382.9 µm². The floorplan die width stands at 80 µm. STA classifies the critical path endpoint as an output pin. On the final layout, the worst hold slack is 1217 ps. The maximum frequency from static timing analysis stands at 0.5688 GHz. Per the placement log, port buffering inserted 17 buffers. The analysis attributes to cell leakage a power of 0.1547 nW. The signal on the critical path passes through clkdlybuf4s15_1 > or4_1 > o21ai_1 > a21oi_1 > buf_2.

The share of the cycle needed by the critical path after routing stands at 97.68%. The clock network power share stands at 0%. The final route contains 196 vias. The final count of pins violating max slew stands at 0. In this run the full chip footprint comes out at 6400 µm². The sequential cell area fraction in the yosys report stands at 0%. The initial cell density of the core stands at 3.663%. The post-CTS setup buffer count stands at 0. Entering global routing, the biggest net connects 4 pins. The fraction of power spent switching nets stands at 34.47%.

For this run the aggregate overflow at the end of global routing stands at 0. In the final layout, the fill cell count is 407. The worst setup path is launched from an input port.

The largest individual stage delay along the critical path comes from the cell sky130_fd_sc_hd__or4_1. The post-placement worst setup slack stands at -500.8 ps. The overall die height stands at 80 µm.

The final number of hold-violating endpoints stands at 0. The routed via count divided by cell count stands at 2.333. The multi-input combinational cells in the finished layout cover a total of 125.1 µm². Data on the critical path arrives at its endpoint at 1400 ps. The cell count after synthesis stands at 17. The run reported a max-capacitance violation count of 0. The highest fanout seen on the critical path stands at 3. By startpoint and endpoint, the worst setup path is classified as in -> out. Counting the warning lines in the Yosys log gives 1.

The routed length per placed instance stands at 8.238 µm. According to the cell report, flip-flops and latches in the layout number 0. The smallest clock period supported by the final layout is computed as 1758 ps. The synthesized netlist has a Yosys-reported chip area of 125.1 µm². The number of detailed-routing iterations run before antenna repair stands at 1.
==> layer usage <==
metal  wire [µm]  GRT usage [%]
met1         325          2.703
met2         284          2.970
met3          82         0.6818
met4           0              0
met5           0              0
==> kinds of logic after synthesis <==
logic type / after synthesis / share of synthesized area, %
compound gates: 2 / 7.992
xor+xnor: 10 / 70.00
simple gates: 5 / 22.00
==> power groups by stage <==
stage | Clock [mW] | Sequential (mW) | Combinational, mW
after CTS | 0 | 0 | 0.0652
after global routing | 0 | 0 | 0.0696
final | 0 | 0 | 0.0631
==> cells in the final DEF (no fill, tap or decap) <==
master                            n
sky130_fd_sc_hd__dlygate4sd2_1    6
sky130_fd_sc_hd__clkbuf_2         2
sky130_fd_sc_hd__or4_1            1
sky130_fd_sc_hd__clkdlybuf4s50_1  5
sky130_fd_sc_hd__xnor2_1          4
sky130_fd_sc_hd__clkdlybuf4s15_1  1
sky130_fd_sc_hd__buf_4            4
sky130_fd_sc_hd__xor2_1           6
sky130_fd_sc_hd__dlymetal6s2s_1   2
sky130_fd_sc_hd__a21oi_1          1
sky130_fd_sc_hd__o21ai_1          1
sky130_fd_sc_hd__nand3_1          2
sky130_fd_sc_hd__buf_2            1
sky130_fd_sc_hd__nor3_1           2
==> worst min-delay path: stages <==
cell	delay (ps)
sky130_fd_sc_hd__clkbuf_2	110
sky130_fd_sc_hd__or4_1	110
sky130_fd_sc_hd__o21ai_1	60
sky130_fd_sc_hd__a21oi_1	100
sky130_fd_sc_hd__buf_2	110
==> layout make-up <==
cell class	instances	share of cell area, %
repair buffers	21	50.00
well taps	46	15.75
multi-input cells	17	34.25
==> metrics by stage <==
stage | cells | TNS, ps | power (mW)
5_1_grt | 84 | -22.71 | 0.06956
2_1_floorplan | 17 | 0 | 0.02005
6_report | 84 | 0 | 0.06311
4_1_cts | 84 | 0 | 0.06515
3_3_place_gp | 84 | -491.4 | 0.07137
3_5_place_dp | 84 | -500.8 | 0.07228
==> synthesized netlist by cell type <==
cell type	number	area, µm²
sky130_fd_sc_hd__nand3_1	2	10.01
sky130_fd_sc_hd__o21ai_1	1	5.000
sky130_fd_sc_hd__nor3_1	2	10.01
sky130_fd_sc_hd__xnor2_1	4	35.03
sky130_fd_sc_hd__a21oi_1	1	5.000
sky130_fd_sc_hd__xor2_1	6	52.55
sky130_fd_sc_hd__or4_1	1	7.510
==> final timing paths <==
path / start / end / slack (ps) / depth (start not counted)
max: rd_ex[3] / stall / 40 / 5
min: rd_ex[1] / stall / 1220 / 5
==> what timing repair did <==
action,4_1_cts,5_1_grt
pin swaps,5,7
setup endpoints to repair,1,1
cloned,0,0
gates resized,12,7
Power figures rest on the tool's default switching activity, not on a simulated workload.
