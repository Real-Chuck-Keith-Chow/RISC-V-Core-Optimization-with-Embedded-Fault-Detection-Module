**flow/run.sh**
```bash
#!/bin/bash
# OpenROAD 26Q1-2900-gdf79404cd8, Yosys 0.63+post, stock flow scripts
make -C /OpenROAD-flow-scripts/flow DESIGN_CONFIG=/design/flow/config.mk WORK_HOME=/design/flow/orfs finish
```
**flow/config.mk**
```make
export PLATFORM = sky130hd
export DESIGN_NAME = fault_detector
export DESIGN_NICKNAME = fault_detector
export VERILOG_FILES = /design/flow/design.v
export SDC_FILE = /design/flow/constraint.sdc
export NUM_CORES = 4
export LEC_CHECK = 1
export CORE_AREA = 10 10 70 70
export DIE_AREA = 0 0 80 80
```
**flow/constraint.sdc**
```tcl
current_design fault_detector

set clk_period 1.0
set clk_io_pct 0.2

create_clock -name clk0 -period $clk_period [get_ports {clk}]

set non_clock_inputs [all_inputs -no_clocks]
set_input_delay [expr $clk_period * $clk_io_pct] -clock clk0 $non_clock_inputs
set_output_delay [expr $clk_period * $clk_io_pct] -clock clk0 [all_outputs]
```
**flow/design.v**
```verilog
module fault_detector (
    input logic clk,
    input logic reset_n,
    input logic [11:0] voltage_in,    
    output logic fault_detected
);
    parameter logic [11:0] V_MIN = 12'd1000;    
    parameter logic [11:0] V_MAX = 12'd3000;    
    always_ff @(posedge clk or negedge reset_n) begin
        if (!reset_n) begin
            fault_detected <= 1'b0;
        end else begin
            if (voltage_in < V_MIN || voltage_in > V_MAX) begin
                fault_detected <= 1'b1;
            end else begin
                fault_detected <= 1'b0;
            end
        end
    end
endmodule
```
==> flow.log <==
[report] implementation figures
INFO  metric groute.usage.overall = 0.0185
INFO  metric fin_crit_sh = 1.01
INFO  metric layout.area.comb = 91.3 um^2
INFO  metric largest_reg_flops = 1
INFO  metric post-dp-hpwl = 577 um
INFO  metric finalCriticalPeriod = 1010 ps
INFO  metric violations_in_the_final_reports = negative setup slack
INFO  metric yosys_cells = 10
INFO  metric whs = 353 ps
INFO  metric drtIter0Drc = 2
INFO  metric netlist_instances = 10
INFO  metric routed_wirelength = 606 um
INFO  metric cap_viol_max_count = 0
INFO  metric grt_max_degree = 3
INFO  metric stage_log_warnings = 30
INFO  metric finalWorstSetupSlack = -14.6 ps
INFO  metric startpoint_type = input port
INFO  metric hold_bufs_inserted_after_cts = 0
INFO  metric worst-setup-path-type = in2reg
INFO  metric cts.reportedPaths.clkPinSlew = 0 ps
INFO  metric hold_path_class = in2async
INFO  metric vertical_extent_of_the_die = 80 um
INFO  metric core = 0.00342 mm^2
INFO  metric finalInstanceArea = 314 um^2
INFO  metric worstSetupEndpointType = register
INFO  metric power_leakage = 0.117 nW
INFO  metric place_area = 300 um^2
INFO  metric avgRoutedWirePerCell = 8.30 um
INFO  metric cp.buffers_inverters = 1
INFO  metric num_rows = 21
INFO  metric initial_antenna_violation_count = 1
INFO  metric drtAntennaViolNets = 0
INFO  metric critical_path_peak_fanout = 2
INFO  metric arrival_time_worst_endpoint = 880 ps
INFO  metric final-setup-viol-count = 1
INFO  metric ys_chip_area = 87.6 um^2
INFO  metric ys.flops = 1
INFO  metric number_of_port_buffers = 14
INFO  metric top_regs = fault_detected: 1 flops
INFO  metric floorplan.initialDensity = 0.0256
INFO  metric grt_pass1_wl = 869 um
INFO  metric nFillCells = 408
INFO  metric worst_slew_margin_relative_to_its_limit = 0.856
INFO  metric seq_area = 25.0 um^2
INFO  metric synth.avg_cell_area = 8.76 um^2
INFO  metric drcViolationCount = 0
INFO  metric via_per_inst = 2.10
INFO  metric placement.setup.worst_slack = -402 ps
INFO  metric timing.critical_path.required = 870 ps
INFO  metric synth-warning-count = 1
INFO  metric vdd_drop_max = 0.0945 mV
INFO  metric netlist_cell_types = 9
INFO  metric status = finished, violations left
INFO  metric synth_sequential_area_ratio = 0.286
INFO  metric grt-ovfl-total = 0
INFO  metric crit_path_cell_trace = buf_6 > or3b_4 > o32ai_2 > a221oi_2
INFO  metric largest-register = fault_detected
INFO  metric area_growth = 259%
INFO  metric fp.dieArea = 0.00640 mm^2
INFO  metric power_density = 415 mW/mm^2
INFO  metric drive_gt1_frac = 0.615
INFO  metric drtPass1Iterations = 3
INFO  metric timing.fmax = 986 MHz
INFO  metric first_global_vias = 176
INFO  metric route.vias.total = 153
INFO  metric family_with_the_most_delay_on_the_worst_path = simple AND/OR/NAND/NOR gates
INFO  metric crit_slowest_cell = sky130_fd_sc_hd__or3b_4
INFO  metric maxSlewViolCount = 0
INFO  metric grt_setup_unrepaired = yes
INFO  metric ioPinCount = 15
INFO  metric syn-cell-area = 87.6 um^2
INFO  metric routabilityCongestion = 0.647
INFO  metric die-width = 80 um
INFO  metric hold_viol_final = 0
INFO  metric max_slew.worst_pin.slew = 216 ps
INFO  metric worst_path_largest_cell_delay = 400 ps
[metal layers]
layer,vias up,share of wire,track usage
met5,-,0,0
met4,0,0,0
met3,0,0.17,0.0148
met2,9,0.44,0.0281
met1,66,0.40,0.0212
li1,78,-,-
[cell type report]
type,count,area share
Antenna cell,1,0.00797
Inverter,1,0.0120
Multi-Input combinational cell,8,0.291
Sequential cell,1,0.0797
Tap cell,46,0.183
Timing Repair Buffer,16,0.426
[synth_stat cells (all sizes together)]
cell / count / share of area
a221oi: 1 / 0.10
and3: 2 / 0.14
dfrtp: 1 / 0.29
inv: 1 / 0.043
o211ai: 1 / 0.086
o22ai: 1 / 0.071
o32ai: 1 / 0.10
or3: 1 / 0.071
or3b: 1 / 0.10
[cells by family after synthesis]
| logic type | Yosys count | synth area share |
|---|---|---|
| AOI/OAI and AO/OA | 4 | 0.357 |
| buffers and inverters | 1 | 0.0428 |
| DFF | 1 | 0.286 |
| and+or+nand+nor | 4 | 0.314 |
[worst max path at each step]
stage	startpoint	end	slack [ps]	depth (start not counted)
global route	voltage_in[1]	fault_detected	-40	4
finish	voltage_in[10]	fault_detected	-10	4
CTS	voltage_in[10]	fault_detected	-10	4
[what timing repair did]
action,4_1_cts,5_1_grt
buffers inserted,0,0
setup endpoints to repair,1,1
hold endpoints to repair,0,0
gates cloned,0,0
pin swaps,8,3
resized,40,3
[report_power, final]
part	switching, mW	leakage [nW]	internal, mW	total (mW)
combinational	0.0243	0.105	0.0603	0.0846
clock	0	0.00000634	0.00000267	0.00000267
sequential	0.000784	0.0116	0.0451	0.0459
total	0.0250	0.117	0.105	0.130
[layout by cell type (no fill, tap or decap)]
cell / count
sky130_fd_sc_hd__clkdlybuf4s15_1: 4
sky130_fd_sc_hd__dfrtp_1: 1
sky130_fd_sc_hd__buf_4: 2
sky130_fd_sc_hd__buf_2: 3
sky130_fd_sc_hd__o22ai_2: 1
sky130_fd_sc_hd__or3_4: 1
sky130_fd_sc_hd__clkbuf_2: 2
sky130_fd_sc_hd__o211ai_1: 1
sky130_fd_sc_hd__diode_2: 1
sky130_fd_sc_hd__clkdlybuf4s50_1: 2
sky130_fd_sc_hd__inv_1: 1
sky130_fd_sc_hd__buf_6: 3
sky130_fd_sc_hd__and3_1: 1
sky130_fd_sc_hd__and3_4: 1
sky130_fd_sc_hd__a221oi_2: 1
sky130_fd_sc_hd__or3b_4: 1
sky130_fd_sc_hd__o32ai_2: 1
[metrics by stage]
step | total power [mW] | utilization | std cells | TNS, ps
after global placement | 0.127 | 0.0879 | 72 | -381
final | 0.130 | 0.0919 | 73 | -14.6
after CTS | 0.133 | 0.0938 | 72 | -12.0
after floorplan | 0.0591 | - | 10 | 0
after global routing | 0.138 | 0.0912 | 72 | -43.8
after detailed placement | 0.129 | 0.0879 | 72 | -402
Power and IR drop assume default switching activity.
